### flow/config.mk
export PLATFORM = sky130hd
export DESIGN_NAME = FSM_only
export DESIGN_NICKNAME = FSM_only
export VERILOG_FILES = /design/flow/design.v
export SDC_FILE = /design/flow/constraint.sdc
export NUM_CORES = 4
export LEC_CHECK = 1
export CORE_UTILIZATION = 30
### flow/constraint.sdc
current_design FSM_only

set clk_period 7.4
set clk_io_pct 0.2

create_clock -name clk0 -period $clk_period [get_ports {CLK}]

set non_clock_inputs [all_inputs -no_clocks]
set_input_delay [expr $clk_period * $clk_io_pct] -clock clk0 $non_clock_inputs
set_output_delay [expr $clk_period * $clk_io_pct] -clock clk0 [all_outputs]
### flow/design.v
`timescale 1ns / 1ps
module FSM_only(
    input logic DIR,
    input logic RUN,
    input logic CLK,
    output logic [3:0] JC
    );
    logic reset, clear;
    assign reset = 0;
    assign clear = 0;
    clock_divider cd1(CLK, out);
    motor_FSM f1(DIR, RUN, out, reset_pulse, JC);
    pulse_controller p2(CLK, reset, clear, reset_pulse);
endmodule
`timescale 1ns / 1ps
module clock_divider(
    input logic clk,
    output logic out
    );
    logic [18:0] count;
    always_ff@(posedge clk)
        count <= count + 1;
    always_comb
    if(count[18:17])
       out = 0;
    else 
       out = 1;
endmodule
`timescale 1ns / 1ps
module motor_FSM(
    input logic DIR,
    input logic RUN,
    input logic CLK,
    input logic reset,
    output logic [3:0] led_output
    );
    logic [1:0] state, nextstate;
    always_comb
        if(DIR == 1) nextstate = state + 2'b01;
        else nextstate = state - 2'b01;
    always_ff@(posedge CLK, posedge reset)
        if(reset)
            state <= 2'b00;
        else
            if( RUN )
              state <= nextstate;
    always_comb
        case (state) 
            2'b00: led_output = 4'b1010;
            2'b01: led_output = 4'b0110;
            2'b10: led_output = 4'b0101;
            2'b11: led_output = 4'b1001;
            default: led_output = 4'b1010;
        endcase
endmodule
`timescale 1ns / 1ps
module pulse_controller(
	 input  logic CLK, sw_input, clear,
	 output logic clk_pulse );
	 logic [2:0] state, nextstate;
	 logic [21:0] CNT; 
	 logic cnt_zero; 
	always_ff @(posedge CLK)
	   if(clear)
	    	state <= 3'b000;
	   else
	    	state <= nextstate;
	always_comb
           case (state)
             3'b000: begin if (sw_input) nextstate = 3'b001; 
                              else nextstate = 3'b000; 
			   clk_pulse = 0; 
		     end	     
             3'b001: begin nextstate = 3'b010; clk_pulse = 1; end
             3'b010: begin if (cnt_zero) nextstate = 3'b011; 
                              else nextstate = 3'b010; 
			   clk_pulse = 0; 
		     end
             3'b011: begin if (sw_input) nextstate = 3'b011; 
                              else nextstate = 3'b100; 
			   clk_pulse = 0; 
		     end
             3'b100: begin if (cnt_zero) nextstate = 3'b000; 
                              else nextstate = 3'b100; 
			   clk_pulse = 0; 
		     end
            default: begin nextstate = 3'b000; clk_pulse = 0; end
          endcase
	always_ff @(posedge CLK)
	   case(state)
		3'b001: CNT <= 4000000;
		3'b010: CNT <= CNT-1;
		3'b011: CNT <= 4000000;
		3'b100: CNT <= CNT-1;
	   endcase
	assign cnt_zero = ~|CNT;
endmodule
### flow/run.sh
#!/bin/bash
# OpenROAD 26Q1-2900-gdf79404cd8, Yosys 0.63+post, stock flow scripts
make -C /OpenROAD-flow-scripts/flow DESIGN_CONFIG=/design/flow/config.mk WORK_HOME=/design/flow/orfs finish
==> results_dict.tcl <==
# place-and-route summary
set metrics [dict create \
    status "completed" \
    worst_pin_slew_ns 0.5799 \
    cts-root-buf "clkbuf_8" \
    clock_power_share_pct 42.4 \
    p_per_area_nw_per_um2 176.7 \
    place_congestion 0.7915 \
    die-width_um 87.80 \
    pwr-share-comb_pct 0.4 \
    pwr-share-seq_pct 57.1 \
    unclocked_pins 2 \
    synthesis.area_um2 2208 \
    ys_ff 46 \
    cp-end-kind "flop" \
    port_buffers 6 \
    fin_setup_tns_ns 0 \
    whs_ns 0.4357 \
    drt_iter0_markers 79 \
    path_buffers 0 \
    finalSetupViolations 0 \
    r2r_cells 4 \
    synth-cells-yosys 209 \
    avgRoutedWirePerCell_um 10.61 \
    switchingPower_uw 86.55 \
    r2r_slack_ns 5.52 \
    antenna_found_initial 0 \
    drc 0 \
    fp_util_pct 31.80 \
    skew_ns 0.005514 \
    cts_tree "built" \
    power.leakage_uw 0.0009172 \
    drv_cap 0 \
    die_h_um 87.80 \
    crit_family "simple AND/OR/NAND/NOR gates" \
    nFillCells 686 \
    cp_slowest_cell "nor4_4" \
    vias_per_cell 4.599 \
    post_cts_buffers 0 \
    hold_buffers 0 \
    ios 7 \
    final_area_um2 2506 \
    grt_max_degree 23 \
    min_period_over_period_pct 25.46 \
    cts_inserted_buffers 5 \
    unconstrained_endpoints 6 \
    cts_resized 0 \
    grt_pass1_vias 1349 \
    rows 30 \
    chipArea_um2 7708 \
    synthCells 209 \
    drive_above_1_share_pct 8.597 \
    regArea_um2 1151 \
    totalWireLength_um 3364 \
    arrival_ns 2.03 \
    design.core.area_um2 6944 \
    p_sw_share_pct 19.54 \
    holdPathStages 1 \
    h-tree-depth 2 \
    drv_slew 0 \
    synth.avg_cell_area_um2 10.57 \
    start_kind "flop" \
    area_delta_synth_final_pct 13.48 \
    grtUsageTotal_pct 10.09 \
    diodes 0 \
    rsz0062_at_grt "false" \
    vias 1458 \
    required_ns 7.55 \
    hp-class "reg2reg" \
    critical_path_peak_fanout 9 \
    ys_warn_count 5 \
    ys_types 33 \
    cts_buffer_depth 2 \
    slew_headroom_pct 60.98 \
    fmax_mhz 530.7 \
    slowest_delay_ns 0.48 \
    final_antenna_net_count 0 \
    dp_hpwl_um 2393 \
    overflow 0 \
    path_cells "nor4_4 > nand4_2 > or4_1 > a21oi_1" \
    p_int_uw 356.4 \
    peakVddDrop_mv 0.1197 \
    place_area_um2 2392 \
    ys_area_um2 2208 \
    clk_latency_ns 0.30 \
    comb_area_um2 1023 \
    report.final.hold_viol_count 0 \
    firstDrtPassIters 4 \
    min_period_ns 1.884 \
    path_class "reg2reg" \
    path_clk_slew_ns 0.09 \
    grt_pass1_wl_um 6065 \
    synth_seq_share_pct 52.12 \
    warnings 28 \
    crit_cells 4 \
]
## cells in the mapped netlist, drive strengths merged
master / n / area (um2)
and3: 2 / 12.51
a211oi: 1 / 7.510
and4: 3 / 26.28
nand2b: 1 / 6.260
nand4: 10 / 68.81
nand4b: 1 / 8.760
nand3: 12 / 60.06
a32o: 1 / 10.01
nand2: 10 / 37.54
nor2: 30 / 112.6
or2: 5 / 31.28
and2: 2 / 12.51
o31ai: 2 / 15.01
edfxtp: 22 / 660.6
o41ai: 2 / 17.52
nand3b: 2 / 15.01
o21ai: 4 / 20.02
xnor2: 23 / 201.4
or3: 3 / 18.77
xor2: 10 / 87.58
ha: 6 / 75.07
dfxtp: 22 / 440.4
a21oi: 6 / 30.03
clkbuf: 3 / 11.26
or4: 4 / 30.03
nor3: 2 / 10.01
inv: 8 / 30.03
dfrtn: 2 / 50.05
nor4: 8 / 80.08
nor2b: 1 / 6.260
nor4b: 1 / 15.01
## stage by stage
stage | power, uW | instances | setup slack, ns | utilization [%]
finish | 442.9 | 317 | 5.516 | 36.09
global route | 458.6 | 317 | 5.320 | 36.09
CTS | 450.7 | 317 | 5.504 | 36.09
global placement | 260.6 | 309 | 5.521 | 34.45
detailed placement | 260.7 | 309 | 5.523 | 34.45
floorplan | 259.3 | 209 | 5.313 | -
## cell type report
class | count | area share, %
multi-input combinational | 152 | 40.84
inverter | 8 | 1.198
clock buffer | 5 | 2.746
tap | 96 | 4.793
sequential | 46 | 45.93
clock inverter | 3 | 1.797
timing repair buffer | 7 | 2.696
## power groups by stage
| stage | sequential, uW | clock, uW | combinational (uW) |
|---|---|---|---|
| CTS | 253 | 196 | 1.98 |
| finish | 253 | 188 | 1.92 |
| global route | 253 | 203 | 2.15 |
## layout by cell type, fill, tap and decap left out, types with 4 or more instances in the layout
cell type        Yosys  layout
xor2_1              10      10
or4_1                4       4
nand4_1              9       9
nor2_1              30      30
nand2_1             10      10
or2_2                5       5
o21ai_0              4       4
nor4_1               6       6
dfxtp_1             22      22
inv_1                8       8
nand3_1             12      12
ha_1                 6       6
clkdlybuf4s50_1      0       6
edfxtp_1            22      22
xnor2_1             23      22
clkbuf_8             0       5
a21oi_1              6       6
## sequential cells by signal (all words and copies together), names as in the netlist
signal,flops
p2.CNT,22
cd1.count,19
p2.state,3
f1.state,2
## worst paths after layout
| path | startpoint | to |
|---|---|---|
| max | p2.CNT[4] | p2.CNT[17] |
| min | cd1.count[0] | cd1.count[0] |
| max reg2reg | p2.CNT[4] | p2.CNT[17] |
| min reg2reg | cd1.count[0] | cd1.count[0] |
## per-layer routing
layer  vias up  global-route usage (%)  part of all wire [%]
met5         -                       0                     0
met4         0                   1.192                   1.5
met3         6                   1.908                   3.1
met2        18                   15.22                    43
met1       661                   16.25                    52
li1        773                       -                     -
## cell families after synthesis
kind of cell	count (synthesis)	synth area share [%]
buf+inv	11	1.870
xor+xnor	33	13.09
flops	46	52.12
simple gates	97	24.99
compound gates	16	4.533
fa+ha+maj	6	3.399
Power figures rest on the tool's default switching activity, not on a simulated workload.
