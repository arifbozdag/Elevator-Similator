File: flow/constraint.sdc
current_design elevator_display

set clk_period 1.4
set clk_io_pct 0.2

create_clock -name clk0 -period $clk_period

set non_clock_inputs [all_inputs -no_clocks]
set_input_delay [expr $clk_period * $clk_io_pct] -clock clk0 $non_clock_inputs
set_output_delay [expr $clk_period * $clk_io_pct] -clock clk0 [all_outputs]
File: flow/design.v
`timescale 1ns / 1ps
module elevator_display(
    input logic [2:0] state,
    input logic hold, 
    output logic [6:0] C
    );
	always@(state)
	   if(!hold)
	       begin
			    case(state)
                3'b000 : C = 7'b1000000;  
                3'b001 : C = 7'b1111001;  
                3'b010 : C = 7'b0100100;  
                3'b011 : C = 7'b0110000;  
                3'b100 : C = 7'b0011001;  
                3'b101 : C = 7'b0000110;  
                3'b110 : C = 7'b0000110;  
                3'b111 : C = 7'b0000110;  
                default : C = 7'b0000110;  
                endcase
            end
    else
        C = 7'b0001001;  
endmodule 
File: flow/config.mk
export PLATFORM = sky130hd
export DESIGN_NAME = elevator_display
export DESIGN_NICKNAME = elevator_display
export VERILOG_FILES = /design/flow/design.v
export SDC_FILE = /design/flow/constraint.sdc
export NUM_CORES = 4
export LEC_CHECK = 1
export CORE_AREA = 10 10 70 70
export DIE_AREA = 0 0 80 80
File: flow/run.sh
#!/bin/bash
# OpenROAD 26Q1-2900-gdf79404cd8, Yosys 0.63+post, stock flow scripts
make -C /OpenROAD-flow-scripts/flow DESIGN_CONFIG=/design/flow/config.mk WORK_HOME=/design/flow/orfs finish
==> results.cfg <==
; physical design summary
[final_timing]
rsz0062_at_grt = false
finalHoldViolCount = 0
max_freq_mhz = 766
slew_headroom_pct = 83.1
drv_slew = 0
finalSetupViolations = 0
post-route-period-util_pct = 93.3
setup_ws_ps = 94.0
tightest_slew_ps = 254
period_minus_slack_ps = 1310
tns_ps = 0

[setup_path]
worstSetupStartpointType = primary input
path_cells = dlygate4sd2_1, nor3b_2, dlygate4sd2_1
setup.worst_path.end_class = output pin
critPathArrivalTime_ps = 1030
path_class = in2out
critical_path.most_common_cell = dlygate4sd2_1
crit_slowest_cell = dlygate4sd2_1
slowest_delay_ps = 310
crit_fanout = 6
required_ps = 1120

[power]
ir_drop_uv = 25.1
leakage_nw = 0.0983
powerDensity_nw_per_um2 = 210

[cells_and_area]
n_fill_cell = 409
clock_buffers = 0
seq_cells = 0
register_area_sq_um = 0
drive_gt1_share_pct = 52.0
area_growth_pct = 205

[global_route]
grt_pass1_vias = 118
antenna_found_initial = 0
grt.overflow.total = 0
grt_max_degree = 7
grtUsageTotal_pct = 1.20
grt_pass1_wl_um = 655

[die]
die_h_um = 80
fp_util_pct = 2.42
io_pins = 11
core_area_sq_um = 3420
fp.dieArea_sq_um = 6400
rows = 21
die_x_um = 80

[routing]
antenna-diode-count = 0
drc = 0
vias = 128
vias_per_cell = 1.80
drt_pass1_iterations = 1
routedWlPerCell_um = 6.18
drtIter0Drc = 0
postRouteAntennaNets = 0
drt-total-wl_um = 439

[logic_synthesis]
ys_cells = 12
ys_chip_area_sq_um = 82.6
ys_seq_share_pct = 0
synthCells = 12
netlist_area_sq_um = 82.6
yosys-top-cells-count = 2 x nor2_1, 2 x nor3_1
yosysTopAreaCell = mux2i_1
area_leaders = mux2i_1 12%, nor3_1 12%, a21oi_2 11%, or3b_1 11%, xnor2_1 11%
yosys_warnings = 1
avgSynthCellArea_sq_um = 6.88
ys_types = 10
synth_top_area_share_pct = 12.1

[place]
gp_congestion = 0.706
hpwl_um = 369
io_buffers = 11
place_ws_ps = -620

[flow_run]
tool_warnings = 32
drv_cap = 0

[status]
outcome = complete, no violations

[clocking]
post_cts_buffers = 0

[min_path]
hp-class = in2out
-- layout by cell type (no fill, tap or decap), drive strengths merged --
master,n
a21oi,1
buf,7
clkbuf,2
clkdlybuf4s15,2
dlygate4sd2,3
mux2i,1
nand2b,1
nor2,2
nor3,2
nor3b,1
o21bai,1
or3b,1
xnor2,1
-- routing by layer --
| metal | routed length [um] | GRT usage, % | vias to the layer above |
|---|---|---|---|
| li1 | - | - | 71 |
| met1 | 194 | 1.52 | 49 |
| met2 | 170 | 1.93 | 8 |
| met3 | 75 | 0.568 | 0 |
| met4 | 0 | 0 | 0 |
| met5 | 0 | 0 | - |
-- cell families (layout without fill, tap and decap cells) --
logic type             after synthesis  after routing  synth area share [%]
AND-OR/OR-AND                        2              2                  19.7
XOR/XNOR                             1              1                  10.6
buffers and inverters                1             14                  9.09
multiplexers                         1              1                  12.1
AND/OR/NAND/NOR                      7              7                  48.5
-- power by group --
group          total (mW)  switching, mW  internal [mW]
logic              0.0529         0.0204         0.0325
clock network           0              0              0
registers               0              0              0
-- worst max-delay path: cells and delay by family --
family | cells | cell delay (ps)
buf+inv | 2 | 540
simple gates | 1 | 200
-- path summary, 6_finish.rpt --
path | from | slack [ps] | endpoint | cells past startpoint
setup / recovery | hold | 90 | C[1] | 3
hold / removal | state[1] | 930 | C[4] | 4
-- per-stage QoR --
step | power, mW | hold WS [ps] | std cells | cell area (sq um) | utilization (%)
2_1_floorplan | 0.0150 | 570 | 12 | 82.6 | -
3_3_place_gp | 0.0628 | 1590 | 71 | 265 | 7.77
3_5_place_dp | 0.0627 | 1590 | 71 | 265 | 7.77
4_1_cts | 0.0555 | 1040 | 71 | 264 | 7.73
5_1_grt | 0.0584 | 972 | 71 | 251 | 7.36
6_report | 0.0529 | 930 | 71 | 251 | 7.36
-- cell type report --
type	count	area [sq um]	share of cell area [%]
repair buffers	14	106	42.3
well taps	46	57.6	22.9
multi-input cells	11	87.6	34.8
-- what timing repair did --
item,4_1_cts,5_1_grt
endpoints found under the setup margin,7,1
pin swaps,3,1
hold buffers,0,0
resized,26,5
gates cloned,0,0
Power and IR drop assume default switching activity.
