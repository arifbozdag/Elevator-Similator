==> flow/design.v <==
`timescale 1ns / 1ps
module timer(
    input logic clk,
    input logic reset,
    input logic hold,
    output logic clk_div
    );
    localparam constantNumber = 1070000000;
    logic [31:0] count;
    always_ff@(posedge clk, posedge reset)
    begin
        if (reset == 1'b1)
            count <= 32'b0;
        else if (count == constantNumber - 1)
            count <= 32'b0;
        else if(!hold)
            count <= count + 1;
    end  
    always_ff@(posedge clk, posedge reset)
    begin
        if (reset == 1'b1)
            clk_div <= 1'b0;
        else if (count == constantNumber - 1)
            clk_div <= ~clk_div;
        else
            clk_div <= clk_div;
    end
endmodule
==> flow/run.sh <==
#!/bin/bash
# OpenROAD 26Q1-2900-gdf79404cd8, Yosys 0.63+post, stock flow scripts
make -C /OpenROAD-flow-scripts/flow DESIGN_CONFIG=/design/flow/config.mk WORK_HOME=/design/flow/orfs finish
==> flow/config.mk <==
export PLATFORM = sky130hd
export DESIGN_NAME = timer
export DESIGN_NICKNAME = timer
export VERILOG_FILES = /design/flow/design.v
export SDC_FILE = /design/flow/constraint.sdc
export NUM_CORES = 4
export LEC_CHECK = 1
export CORE_AREA = 10 10 109 109
export DIE_AREA = 0 0 119 119
==> flow/constraint.sdc <==
current_design timer

set clk_period 5.7
set clk_io_pct 0.2

create_clock -name clk0 -period $clk_period [get_ports {clk}]

set non_clock_inputs [all_inputs -no_clocks]
set_input_delay [expr $clk_period * $clk_io_pct] -clock clk0 $non_clock_inputs
set_output_delay [expr $clk_period * $clk_io_pct] -clock clk0 [all_outputs]
==> results.json <==
{
  "drc_errors": 0,
  "cts_resized": 0,
  "grt_pass1_vias": 1400,
  "drive_gt1_share_pct": 7.89,
  "vias_per_cell": 4.40,
  "grt_overflow": 0,
  "seqCellArea_um2": 826,
  "root_buffer": "clkbuf_8",
  "core_area_um2": 9640,
  "yosysWarnings": 1,
  "r2r-end": "clk_div",
  "start_kind": "primary input",
  "grt_pass1_wl_mm": 6.95,
  "syn_area_um2": 1880,
  "worst-endpoint-arrival_ps": 3160,
  "antenna_found_initial": 0,
  "cts.path.max_buffers": 2,
  "io-pin-count": 4,
  "cpLargestDelayFamily": "simple AND/OR/NAND/NOR gates",
  "critical_path_required_ps": 5910,
  "row_count": 36,
  "syn2layout_area_growth_pct": 11.0,
  "synth-edff-count": 0,
  "max_freq_mhz": 338,
  "cts_hold_buf": 0,
  "gp_congestion": 0.810,
  "relSlewSlack_pct": 62.1,
  "worst_setup_path_end_kind": "flop",
  "vdd.ir_drop.worst_v": 0.0000823,
  "ff2ff_setup_slack_ps": 3520,
  "synthArstFlopShare_pct": 100,
  "cts_num_sinks": 33,
  "p_per_area_nw_per_um2": 255,
  "path_clk_slew_ps": 60,
  "fin_crit_ps": 2950,
  "grt_start_max_net_pins": 34,
  "p_leak_nw": 0.866,
  "fin_tns_setup_ps": 0,
  "clock_skew_ps": 4.34,
  "maxSlewViolCount": 0,
  "chip_area_um2": 14200,
  "drv_cap": 0,
  "crit_buf_inv": 1,
  "drt_pass1_iterations": 4,
  "clk_latency_ps": 280,
  "worst_slew_pin_slew_ps": 564,
  "finalHoldViolCount": 0,
  "warnings": 25,
  "dr.first_iter.drc_count": 108,
  "finalClockPeriodUsage_pct": 51.8,
  "n_antenna_cell": 0,
  "synth_cell_types": 41,
  "holdPathStages": 1,
  "post-synth-top-area-cell": "dfrtp_1",
  "track_usage_pct": 5.64,
  "setup_violations": 0,
  "die_y_um": 119,
  "ys_cells": 189,
  "wl_mm": 3.83,
  "post-route-util_pct": 21.6,
  "status": "complete, no violations",
  "syn_area_per_cell_um2": 9.92,
  "min_from": "count[31]",
  "fp_util_pct": 19.5,
  "yosysSeqAreaShare_pct": 44.0,
  "synth.top_cell.area_share_pct": 44.0,
  "numPortBuffers": 3,
  "crit_fanout": 12,
  "hold_end": "count[31]",
  "grt_setup_unrepaired": "false",
  "drtAntennaViolNets": 0,
  "crit_chain": "clkdlybuf4s50_1, and3b_1, nand3_1, or4_1, a21oi_1",
  "num_vias": 1420,
  "critPathKind": "primary input to flop",
  "synthTopCellsByCount": "dfrtp_1, xor2_1, nor2_1, nand2_1, nand3_1",
  "hpwl_mm": 2.58,
  "wl_per_cell_um": 11.9,
  "yosys_register_bits": 33,
  "r2r_start": "count[3]",
  "ys_chip_area_um2": 1880,
  "synthFlopType": "dfrtp_1",
  "cts_tree": "done",
  "worstHoldPathType": "flop to flop",
  "cts_made_buffers": 5,
  "logic_area_um2": 940,
  "critical_path.max_stage_delay_ps": 620,
  "ctsHtreeMaxLevel": 2,
  "die-width_um": 119,
  "critical-path-slowest-cell": "or4_1",
  "synthCells": 189,
  "postCtsSetupBuffers": 0,
  "fillers": 1050,
  "yosysMostFrequentCell": "dfrtp_1",
  "ff2ff_path_depth": 5,
  "synthTopCellsByArea": "dfrtp_1, xor2_1, nand3_1"
}
## worst max-delay path by stage
stage,from,end,cells after the start
CTS,hold,count[23],5
global route,hold,count[23],5
finish,hold,count[23],5
## worst reg2reg max path, cell delays in order (launching register included)
cell and delay [ps]:
dfrtp_1 400, and4_1 460, nand2_1 230, nor4_4 540, buf_4 320, xor2_1 160
## routing by layer
layer  vias up  wire length [µm]  global-route usage [%]
met5         -                 0                       0
met4         0               104                    1.45
met3         7               153                    1.06
met2        26              1640                    8.13
met1       680              1930                    8.49
li1        707                 -                       -
## area by class of cell
cell class	count	area share, %
multi-input combinational	140	45.1
sequential	33	39.7
tap	133	7.99
clock buffer	7	4.15
timing repair buffer	5	2.16
inverter	5	0.901
## kinds of logic after synthesis
logic type | count (synthesis) | share of synthesized area (%)
flops | 33 | 44.0
mux | 1 | 0.534
buf+inv | 16 | 5.87
fa+ha+maj | 1 | 0.667
simple gates | 91 | 30.1
compound gates | 29 | 10.4
xor+xnor | 18 | 8.41
## placed cells by master, fill, tap and decap left out, types with 3 or more instances in the layout
cell type,count
inv_1,5
o21ai_0,4
nand2_1,12
dfrtp_1,33
clkdlybuf4s50_1,3
o31ai_1,7
nor4_1,5
xor2_1,16
nor2_1,14
or3_1,4
nand3_1,12
a21oi_1,11
o41ai_1,3
nand4_1,9
or4_1,5
clkbuf_8,6
and4_1,5
nor3_1,6
## report_power, final
| part | internal [mW] | total [mW] | switching [mW] |
|---|---|---|---|
| clock | 0.0957 | 0.176 | 0.0799 |
| sequential | 0.258 | 0.285 | 0.0269 |
| combinational | 0.0313 | 0.0694 | 0.0381 |
| total | 0.385 | 0.530 | 0.145 |
## flip-flops by register name, indices dropped and copies added, names as in the netlist
register  flops
clk_div       1
count        32
## through the flow
| stage | area, µm² | total power, mW | worst slack (ps) | instances | hold slack (ps) |
|---|---|---|---|---|---|
| after floorplan | 1880 | 0.344 | 3250 | 189 | 420 |
| after global placement | 2000 | 0.356 | 2520 | 316 | 459 |
| after detailed placement | 2000 | 0.359 | 2460 | 316 | 457 |
| after CTS | 2080 | 0.536 | 2760 | 323 | 471 |
| after global routing | 2080 | 0.567 | 2590 | 323 | 493 |
| final | 2080 | 0.530 | 2750 | 323 | 470 |
Power is estimated from default activity; no workload was simulated.
